$ cat flow/design.v
module sync_r2w #(parameter ASIZE = 4)(
	rptr,
	wclk,
	rst_n,
	wq2_rptr
); 
input wclk, rst_n;
input [ASIZE:0] rptr;
output reg [ASIZE:0] wq2_rptr;
reg [ASIZE:0] wq1_rptr;
always @(posedge wclk or negedge rst_n)begin
	if(!rst_n)
		{wq2_rptr,wq1_rptr} <= 0;
	else 
		{wq2_rptr,wq1_rptr} <= {wq1_rptr,rptr};
end
endmodule
module sync_w2r #(parameter ASIZE = 4)(
	wptr,
	rclk,
	rst_n,
	rq2_wptr
); 
input rclk, rst_n;
input [ASIZE:0] wptr;
output reg [ASIZE:0] rq2_wptr;
reg [ASIZE:0] rq1_wptr;
always @(posedge rclk or negedge rst_n)begin
	if(!rst_n)
		{rq2_wptr,rq1_wptr} <= 0;
	else 
		{rq2_wptr,rq1_wptr} <= {rq1_wptr,wptr};
end
endmodule
module fifomem #(parameter DSIZE = 8,
				 parameter ASIZE = 4)(
	wclk,
	wclken,
	wfull,
	wdata,
	waddr,
	raddr,
	rdata
); 
input	wclk, wclken, wfull;
input [DSIZE-1:0] wdata;
input [ASIZE-1:0] waddr, raddr;
output [DSIZE-1:0] rdata;
localparam DEPTH = 1<<ASIZE;
reg [DSIZE-1:0] mem [DEPTH-1:0];
assign rdata = mem[raddr];
always @(posedge wclk)
	if(wclken && !wfull) mem[waddr] <= wdata;
endmodule
module rptr_empty #(parameter ASIZE = 4)(
	rq2_wptr,
	rclk,
	rst_n,
	rinc,
	rptr,
	raddr,
	rempty
); 
input [ASIZE:0] rq2_wptr;
input rclk, rinc, rst_n;
output reg [ASIZE:0] rptr;
output [ASIZE-1:0] raddr;
output reg rempty;
reg [ASIZE:0] rbin;
wire [ASIZE:0] rgraynext, rbinnext;
always @(posedge rclk or negedge rst_n)begin
	if(!rst_n)
		{rbin, rptr} <= 0;
	else 
		{rbin, rptr} <= {rbinnext, rgraynext};
end
assign raddr = rbin[ASIZE-1:0];
assign rbinnext = rbin + (rinc & ~rempty);
assign rgraynext = (rbinnext>>1) ^ rbinnext;
wire rempty_val;
assign rempty_val = (rgraynext == rq2_wptr);
always @(posedge rclk or negedge rst_n)begin
	if(!rst_n)
		rempty <= 1'b1;
	else 
		rempty <= rempty_val;
end
endmodule
module wptr_full #(parameter ASIZE = 4)(
	wq2_rptr,
	wclk,
	rst_n,
	winc,
	wptr,
	waddr,
	wfull
); 
input [ASIZE:0] wq2_rptr;
input wclk, winc, rst_n;
output reg [ASIZE:0] wptr;
output [ASIZE-1:0] waddr;
output reg wfull;
reg [ASIZE:0] wbin;
wire [ASIZE:0] wgraynext, wbinnext;
always @(posedge wclk or negedge rst_n)begin
	if(!rst_n)
		{wbin, wptr} <= 0;
	else 
		{wbin, wptr} <= {wbinnext, wgraynext};
end
assign waddr = wbin[ASIZE-1:0];
assign wbinnext = wbin + (winc & ~wfull);
assign wgraynext = (wbinnext>>1) ^ wbinnext;
wire wfull_val;
assign wfull_val = (wgraynext=={~wq2_rptr[ASIZE:ASIZE-1],wq2_rptr[ASIZE-2:0]});
always @(posedge wclk or negedge rst_n)begin
	if(!rst_n)
		wfull <= 1'b0;
	else 
		wfull <= wfull_val;
end
endmodule 
module AFIFO #(parameter DSIZE = 8,
			   parameter ASIZE = 4)(
	rst_n,
    rclk,
    rinc,
    wclk,
    winc,
	wdata,
    rempty,
	rdata,
    wfull
); 
input 				rst_n, rclk, rinc, wclk, winc;
input [DSIZE-1:0] 	wdata;
output 				rempty, wfull;
output [DSIZE-1:0] 	rdata;
wire [ASIZE-1:0] 	waddr, raddr;
wire [ASIZE:0] 		wptr, rptr, wq2_rptr, rq2_wptr;
sync_r2w sync_r2w_m0 (.wq2_rptr(wq2_rptr), .rptr(rptr), .wclk(wclk), .rst_n(rst_n));
sync_w2r sync_w2r_m0 (.rq2_wptr(rq2_wptr), .wptr(wptr), .rclk(rclk), .rst_n(rst_n));
fifomem #(DSIZE, ASIZE) fifomem_m0 (.rdata(rdata), .wdata(wdata), .waddr(waddr), .raddr(raddr), .wclken(winc), .wfull(wfull), .wclk(wclk));
rptr_empty #(ASIZE) rptr_empty_m0 (.rempty(rempty), .raddr(raddr), .rptr(rptr), .rq2_wptr(rq2_wptr), .rinc(rinc), .rclk(rclk), .rst_n(rst_n));
wptr_full #(ASIZE) wptr_full_m0 (.wfull(wfull), .waddr(waddr), .wptr(wptr), .wq2_rptr(wq2_rptr), .winc(winc), .wclk(wclk), .rst_n(rst_n));
endmodule
module CDC #(parameter DSIZE = 8,
			   parameter ASIZE = 4)(
	rst_n,
	clk1,
    clk2,
	in_valid,
    doraemon_id,
    size,
    iq_score,
    eq_score,
    size_weight,
    iq_weight,
    eq_weight,
	ready,
    out_valid,
	out
); 
output reg  [7:0] out;
output reg	out_valid,ready;
input rst_n, clk1, clk2, in_valid;
input  [4:0]doraemon_id;
input  [7:0]size;
input  [7:0]iq_score;
input  [7:0]eq_score;
input [2:0]size_weight,iq_weight,eq_weight;
reg [5-1 : 0] dora_id   [0 : 4];
reg [8-1 : 0] dora_size [0 : 4];
reg [8-1 : 0] dora_iq   [0 : 4];
reg [8-1 : 0] dora_eq   [0 : 4];
reg [2 : 0] w_size, w_iq, w_eq;
reg [13-1 : 0] dora_score2, dora_score3;
reg [3-1 : 0] cmp_rst1;
reg [2-1 : 0] cmp_rst2;
reg [3-1 : 0] ans1_door;
reg [5-1 : 0] ans1_idx;
reg [13-1 : 0] stopmachine;
wire [11-1 : 0] ws_size = dora_size[0] * w_size;
wire [11-1 : 0] ws_iq = dora_iq[0] * w_iq;
wire [11-1 : 0] ws_eq = dora_eq[0] * w_eq;
reg [13-1 : 0] m1_out;
reg [13-1 : 0] cmp1_op [0 : 1];
wire cmp1_out = (cmp1_op[0] >= cmp1_op[1]);
reg [13-1 : 0] cmp2_op [0 : 1];
wire cmp2_out = (cmp2_op[0] >= cmp2_op[1]);
wire doraat0 = cmp_rst1[0] && cmp_rst1[1] && cmp_rst1[2] && cmp1_out;
wire doraat1 = cmp_rst2[0] && cmp_rst2[1] && cmp2_out;
reg af_winc;
wire [8-1 : 0]af_wdata = {ans1_door, ans1_idx};
wire af_wfull;
reg af_rinc;
wire af_rempty;
wire [8-1 : 0] af_rdata;
AFIFO #( .DSIZE(DSIZE), .ASIZE(ASIZE)) afifo (
	.rst_n(rst_n),
    .rclk(clk2),
    .rinc(af_rinc),
    .wclk(clk1),
    .winc(af_winc),
	.wdata(af_wdata),
    .rempty(af_rempty),
	.rdata(af_rdata),
    .wfull(af_wfull)
);
localparam S_INIT = 'd0;
localparam S_STUP = 'd1;
localparam S_WAITIN = 'd2;
localparam S_CALC = 'd3;
localparam S_FIDX = 'd4;
localparam S_XTRN = 'd5;
localparam S_OUTPUT = 'd6;
localparam S_FIX = 'd7;
reg [2 : 0] current_state, next_state;
reg [3 : 0] cnt;  
always @(posedge clk1 or negedge rst_n) begin
    if(!rst_n) current_state <= S_INIT;
    else current_state <= next_state;
end
always @(*) begin
    case (current_state)
        S_INIT: next_state = (in_valid)? S_STUP : S_INIT;
        S_STUP: next_state = (cnt == 2)? S_WAITIN : S_STUP;
        S_WAITIN:begin
            if(in_valid)begin
                if(ans1_door == 3'd6 || ans1_door == 3'd4)begin
                    next_state = S_CALC;
                end else begin
                    next_state = S_FIX;
                end
            end else begin
                next_state = S_WAITIN;
            end
        end
        S_CALC:begin
            case (cnt)
                4'd6: next_state = ((cmp_rst1[0] && cmp_rst1[1] && cmp_rst1[2] && cmp1_out) || (cmp_rst2[0] && cmp_rst2[1] && cmp2_out))? S_FIDX : S_CALC;
                4'd7: next_state = (cmp1_out && cmp2_out)? S_FIDX : S_CALC;
                4'd8: next_state = S_FIDX;
                default: next_state = S_CALC;
            endcase
        end
        S_FIDX: next_state = (ans1_door == 3'd4)? S_XTRN : S_OUTPUT;
        S_XTRN: next_state = S_OUTPUT;
        S_OUTPUT: next_state = (stopmachine == 5995)? S_INIT : S_WAITIN;
        S_FIX: next_state = (cnt == 1)? S_CALC : S_FIX;
        default: next_state = S_INIT;
    endcase
end
always @(posedge clk1 or negedge rst_n) begin
    if(!rst_n) cnt <= 0;
    else begin
        case (current_state)
            S_INIT, S_OUTPUT: cnt <= 0;
            S_STUP: cnt <= (cnt == 2)? 0 : cnt + 1;
            S_CALC: cnt <= cnt + 1; 
            S_FIDX, S_XTRN: cnt <= 0;
            S_WAITIN:begin
                if(in_valid)begin
                    if(ans1_door == 3'd6 || ans1_door == 3'd4) cnt <= 0;
                    else cnt <= (3'd4 - ans1_door);
                end
            end
            S_FIX: cnt <= cnt - 1;
        endcase
    end
end
always @(posedge clk1 or negedge rst_n)begin
    if(!rst_n) stopmachine <= 0;
    else begin
        if(current_state == S_STUP) stopmachine <= 0;
        else if(current_state == S_OUTPUT) stopmachine <= stopmachine + 1; 
    end
end
always @(posedge clk1)begin
    if((current_state == S_INIT && in_valid) || (current_state == S_STUP) || (current_state == S_WAITIN && in_valid))begin
        dora_id[4] <= doraemon_id;
        dora_size[4] <= size;
        dora_iq[4] <= iq_score;
        dora_eq[4] <= eq_score;
        if(ans1_door[2:1]==2'b11)begin
            dora_id[3] <= dora_id[4];
            dora_id[2] <= dora_id[3];
            dora_id[1] <= dora_id[2];
            dora_id[0] <= dora_id[1];
            dora_size[3] <= dora_size[4];
            dora_size[2] <= dora_size[3];
            dora_size[1] <= dora_size[2];
            dora_size[0] <= dora_size[1];
            dora_iq[3] <= dora_iq[4];
            dora_iq[2] <= dora_iq[3];
            dora_iq[1] <= dora_iq[2];
            dora_iq[0] <= dora_iq[1];
            dora_eq[3] <= dora_eq[4];
            dora_eq[2] <= dora_eq[3];
            dora_eq[1] <= dora_eq[2];
            dora_eq[0] <= dora_eq[1];
        end
    end else if((current_state==S_CALC && (cnt < 5 || (cnt==6 && (~doraat0)) || (cnt==7) || (cnt==8))) || (current_state==S_FIDX) || (current_state==S_XTRN) || (current_state==S_FIX))begin
        dora_id[4] <= dora_id[0];
        dora_id[3] <= dora_id[4];
        dora_id[2] <= dora_id[3];
        dora_id[1] <= dora_id[2];
        dora_id[0] <= dora_id[1];
        dora_size[4] <= dora_size[0];
        dora_size[3] <= dora_size[4];
        dora_size[2] <= dora_size[3];
        dora_size[1] <= dora_size[2];
        dora_size[0] <= dora_size[1];
        dora_iq[4] <= dora_iq[0];
        dora_iq[3] <= dora_iq[4];
        dora_iq[2] <= dora_iq[3];
        dora_iq[1] <= dora_iq[2];
        dora_iq[0] <= dora_iq[1];
        dora_eq[4] <= dora_eq[0];
        dora_eq[3] <= dora_eq[4];
        dora_eq[2] <= dora_eq[3];
        dora_eq[1] <= dora_eq[2];
        dora_eq[0] <= dora_eq[1];
    end
end
always@(posedge clk1)begin
    if(current_state == S_WAITIN && in_valid)begin
        w_size <= size_weight;
        w_iq <= iq_weight;
        w_eq <= eq_weight;
    end
end
always@(posedge clk1)begin
    if(current_state == S_CALC && cnt == 3)begin
        dora_score2 <= m1_out;
    end
end
always@(posedge clk1)begin
    if(current_state == S_CALC && cnt == 4)begin
        dora_score3 <= m1_out;
    end
end
always @(posedge clk1)begin
    m1_out <= ws_size + ws_iq + ws_eq;
end
always@(posedge clk1)begin
    case (cnt)
        4'd1:begin
            cmp1_op[0] <= m1_out;
        end
        4'd2:begin
            cmp1_op[1] <= m1_out;
            cmp2_op[0] <= m1_out;
        end
        4'd3, 4'd4, 4'd5:begin
            cmp1_op[1] <= m1_out;
            cmp2_op[1] <= m1_out;
        end
        4'd6:begin
            cmp1_op[0] <= dora_score2;
            cmp1_op[1] <= dora_score3;
            cmp2_op[0] <= dora_score2;
        end
        4'd7:begin
            cmp2_op[0] <= dora_score3;
        end
    endcase
end
always@(posedge clk1)begin
    cmp_rst1[0] <= cmp1_out;
    cmp_rst1[1] <= cmp_rst1[0];
    cmp_rst1[2] <= cmp_rst1[1];
    cmp_rst2[0] <= cmp2_out;
    cmp_rst2[1] <= cmp_rst2[0];
end
always@(posedge clk1 or negedge rst_n)begin
    if(!rst_n)begin
        ans1_door <= 3'b110;
    end else begin
        if (current_state == S_CALC)begin
            case(cnt)
                4'd6:begin
                    if(doraat0)begin
                        ans1_door <= 3'd0;
                    end else if(doraat1)begin
                        ans1_door <= 3'd1;
                    end
                end
                4'd7:begin
                    if(cmp1_out && cmp2_out)begin
                        ans1_door <= 3'd2;
                    end 
                end
                4'd8:begin
                    ans1_door <= (cmp2_out == 1)? 3'd3 : 3'd4;
                end
            endcase
        end
    end
end
always @(posedge clk1 or negedge rst_n)begin
    if(!rst_n)begin
        ans1_idx <= 5'd0;
    end else begin
        if(current_state == S_FIDX || current_state == S_XTRN)begin
            ans1_idx <= dora_id[0];
        end
    end
end
always @(posedge clk1 or negedge rst_n)begin
    if(!rst_n)begin
        af_winc <= 0;
    end else begin
        if((current_state == S_FIDX && ans1_door != 3'd4) || current_state == S_XTRN)begin
            af_winc <= 1;
        end else begin
            af_winc <= 0;
        end
    end
end
always @(posedge clk2 or negedge rst_n)begin
    if(!rst_n) af_rinc <= 0;
    else begin
        if(!af_rempty) af_rinc <= 1;
        else af_rinc <= 0;
    end
end
always @(posedge clk1 or negedge rst_n) begin
    if(!rst_n) ready <= 0;
    else begin
        case(current_state)
            S_STUP: ready <= (cnt == 2)? 1'b1 : 1'b0;
            S_WAITIN: ready <= (in_valid)? 1'b0 : 1'b1;
            S_OUTPUT: ready <= (stopmachine == 5995)? 1'b0 : 1'b1;
            default: ready <= 0;
        endcase
    end
end
always @(posedge clk2 or negedge rst_n)begin
    if(!rst_n) out_valid <= 0;
    else begin
        if(!af_rempty && !out_valid) out_valid <= 1;
        else out_valid <= 0; 
    end
end
always @(posedge clk2 or negedge rst_n)begin
    if(!rst_n) out <= 0;
    else begin
        if(!af_rempty && !out_valid) out <= af_rdata;
        else out <= 0;
    end
end
endmodule
$ cat flow/run.sh
#!/bin/bash
# OpenROAD 26Q1-2900-gdf79404cd8, Yosys 0.63+post, stock flow scripts
make -C /OpenROAD-flow-scripts/flow DESIGN_CONFIG=/design/flow/config.mk WORK_HOME=/design/flow/orfs finish
$ cat flow/config.mk
export PLATFORM = sky130hd
export DESIGN_NAME = CDC
export DESIGN_NICKNAME = CDC
export VERILOG_FILES = /design/flow/design.v
export SDC_FILE = /design/flow/constraint.sdc
export NUM_CORES = 4
export LEC_CHECK = 1
export CORE_UTILIZATION = 50
$ cat flow/constraint.sdc
current_design CDC

set clk_period 18.2
set clk_io_pct 0.2

create_clock -name clk0 -period $clk_period [get_ports {clk1}]
create_clock -name clk1 -period $clk_period [get_ports {clk2}]

set non_clock_inputs [all_inputs -no_clocks]
set_input_delay [expr $clk_period * $clk_io_pct] -clock clk0 $non_clock_inputs
set_output_delay [expr $clk_period * $clk_io_pct] -clock clk0 [all_outputs]
==> impl_metrics.xml <==
<?xml version="1.0" encoding="UTF-8"?>
<metrics>
  <group name="run_status">
    <metric name="result_of_the_run" unit="">complete, no violations</metric>
  </group>
  <group name="synth">
    <metric name="asyncSetResetFlopFracSynth" unit="">0.182</metric>
    <metric name="yosys_register_bits" unit="">462</metric>
    <metric name="ys.warnings.count" unit="">12</metric>
    <metric name="synth-main-ff-cell" unit="">sky130_fd_sc_hd__edfxtp_1</metric>
    <metric name="ys_cells" unit="">1253</metric>
    <metric name="distinct_lib_cells" unit="">62</metric>
    <metric name="seq_area_frac_synth" unit="">0.684</metric>
    <metric name="synth.yosys.chip_area" unit="µm²">19400</metric>
    <metric name="enable_flop_cells" unit="">360</metric>
    <metric name="syn-mean-instance-area" unit="µm²">15.5</metric>
    <metric name="netlist_instances" unit="">1253</metric>
    <metric name="synth.cell_area" unit="µm²">19400</metric>
  </group>
  <group name="clocking">
    <metric name="clk_pin_slew_worst_paths" unit="ns">0.06</metric>
    <metric name="cts_repair_resize_count" unit="">0</metric>
    <metric name="cts_hold_repair.buffers" unit="">0</metric>
    <metric name="post-cts-setup-buffers" unit="">0</metric>
    <metric name="numClockSinks" unit="">462</metric>
    <metric name="tritoncts_clock_tree" unit="">yes</metric>
  </group>
  <group name="routing">
    <metric name="n_antenna_cell" unit="">0</metric>
    <metric name="route.vias.total" unit="">9708</metric>
    <metric name="routed_wirelength" unit="µm">33000</metric>
    <metric name="via_per_inst" unit="">5.10</metric>
    <metric name="detail_route.iter0.violations" unit="">491</metric>
    <metric name="antenna_violating_nets_post_route" unit="">0</metric>
    <metric name="post_route_drc" unit="">0</metric>
    <metric name="wire_per_inst" unit="µm">17.4</metric>
    <metric name="detailedRoute.firstPassIterationCount" unit="">7</metric>
  </group>
  <group name="place">
    <metric name="dp.cells" unit="">1817</metric>
    <metric name="preCtsSetupSlack" unit="ns">11.33</metric>
    <metric name="place.port_buffers" unit="">50</metric>
    <metric name="place_hpwl" unit="µm">22100</metric>
    <metric name="placedInstanceArea" unit="µm²">20700</metric>
    <metric name="gp_congestion" unit="">0.809</metric>
  </group>
  <group name="floorplanning">
    <metric name="initCoreUtil" unit="">0.512</metric>
    <metric name="die-area" unit="µm²">39600</metric>
    <metric name="dieHeight" unit="µm">199</metric>
    <metric name="floorplan.core_area" unit="µm²">37900</metric>
    <metric name="die_outline_width" unit="µm">199</metric>
    <metric name="fp-row-count" unit="">71</metric>
    <metric name="num_io_pins" unit="">52</metric>
  </group>
  <group name="worst_setup_path">
    <metric name="worst_path_max_delay_cell" unit="">sky130_fd_sc_hd__buf_4</metric>
    <metric name="start_kind" unit="">primary input</metric>
    <metric name="critical_path.top_delay_family" unit="">buffers and inverters</metric>
    <metric name="cpMostUsedCell" unit="">sky130_fd_sc_hd__buf_4</metric>
    <metric name="worstPathArrival" unit="ns">6.45</metric>
    <metric name="crit_path_max_fanout" unit="">61</metric>
    <metric name="critical_path.cell_chain" unit="">clkdlybuf4s50_1, a21oi_4, buf_4, a21oi_1, a41oi_4, buf_4, buf_4</metric>
    <metric name="worstSetupEndpointType" unit="">register</metric>
    <metric name="crit_required" unit="ns">18.40</metric>
    <metric name="cpPeakStageDelay" unit="ns">0.67</metric>
    <metric name="path_class" unit="">primary input to register</metric>
    <metric name="critical_path_buf_inv_count" unit="">4</metric>
  </group>
  <group name="timing">
    <metric name="slew_headroom" unit="">0.344</metric>
    <metric name="setup_viol" unit="">0</metric>
    <metric name="fin_skew" unit="ns">0.0348</metric>
    <metric name="final.setup.tns" unit="ns">0</metric>
    <metric name="timing.final.ws_setup" unit="ns">11.95</metric>
    <metric name="tightestPinTransition" unit="ns">0.980</metric>
    <metric name="timing_hold_violations_final" unit="">0</metric>
    <metric name="setup_repair_after_global_routing_missed_its_margin" unit="">false</metric>
    <metric name="report.final.slew_viol_count" unit="">0</metric>
  </group>
  <group name="finish">
    <metric name="areaGrowthSynthToFinish" unit="%">14.5</metric>
    <metric name="finalNonFillerCells" unit="">1903</metric>
    <metric name="finalInstanceArea" unit="µm²">22200</metric>
    <metric name="layout_top_cells" unit="">360 x sky130_fd_sc_hd__edfxtp_1, 153 x sky130_fd_sc_hd__nand2_1, 127 x sky130_fd_sc_hd__inv_1</metric>
    <metric name="post_route_cells_drive_above_1_share" unit="">0.129</metric>
    <metric name="mostFrequentLayoutCell" unit="">sky130_fd_sc_hd__edfxtp_1</metric>
  </group>
  <group name="global_route">
    <metric name="grt_max_degree" unit="">62</metric>
    <metric name="grt_antenna_before_repair" unit="">0</metric>
    <metric name="track_usage" unit="">0.198</metric>
    <metric name="grt_first_pass_wirelength" unit="µm">53100</metric>
    <metric name="globalRouteOverflowTotal" unit="">0</metric>
    <metric name="via_count_of_the_first_global_routing_pass" unit="">9847</metric>
  </group>
  <group name="job">
    <metric name="tool_warnings" unit="">30</metric>
    <metric name="count_of_maximum_capacitance_violations" unit="">0</metric>
  </group>
  <group name="hold_path">
    <metric name="hold_class" unit="">register to register</metric>
  </group>
</metrics>
-- Yosys cell counts, drive strengths merged, types with 2 or more instances --
library cell  instances  area (µm²)
o22ai                 3        18.8
a21oi                24         120
buf                   4        20.0
nor2                 48         180
dfrtp                80        2000
o31ai                 2        15.0
a211oi                4        30.0
mux2i                 2        20.0
mux4                 40         901
edfxtp              360       10800
or3                   2        12.5
dfxtp                18         360
nand4                 9        56.3
a21o                  3        23.8
nand2b                5        31.3
o21ai                20         104
dfstp                 4         105
nor3                 13        70.1
nand2               153         574
ha                   58         726
clkbuf               23        86.3
xnor2                17         149
a211o                 2        17.5
a221o                 2        20.0
o211ai                3        36.3
xor2                 26         228
and2                 54         338
nand3                26         135
fa                   52        1040
nor2b                 4        25.0
a22o                  2        17.5
and3                  4        25.0
or2                   4        25.0
o221ai                2        23.8
a2111oi               2        37.5
inv                 128         480
o21bai                2        15.0
mux2                 36         409
-- per-layer routing --
| layer | global-route usage | share of wire | vias to the layer above |
|---|---|---|---|
| li1 | - | - | 4654 |
| met1 | 0.333 | 0.43 | 4677 |
| met2 | 0.254 | 0.42 | 327 |
| met3 | 0.112 | 0.13 | 50 |
| met4 | 0.0379 | 0.021 | 0 |
| met5 | 0 | 0 | - |
-- kinds of logic (layout without fill, tap and decap cells) --
group | count (synthesis) | count (layout) | share of synthesized area
multiplexers | 78 | 78 | 0.0685
XOR/XNOR | 43 | 43 | 0.0194
buffers and inverters | 155 | 294 | 0.0302
AND-OR/OR-AND | 80 | 80 | 0.0295
flip-flops | 462 | 462 | 0.684
AND/OR/NAND/NOR | 325 | 325 | 0.0771
adder cells (fa/ha/maj) | 110 | 110 | 0.0910
-- metrics by stage --
stage                     hold slack, ns   util
after floorplan                    0.323      -
after global placement             0.327  0.546
after detailed placement           0.334  0.546
after CTS                         0.0330  0.586
after global routing              0.0436  0.586
final                             0.0607  0.586
-- sequential cells by signal, summed over array words and instances (netlist names), 25 cells and up --
name / count
afifo.fifomem_m0.mem: 128
dora_eq: 40
dora_iq: 40
dora_size: 40
cmp1_op: 26
cmp2_op: 26
dora_id: 25
-- final timing paths --
| kind | start | endpoint | slack, ns | cells after the start |
|---|---|---|---|---|
| max | in_valid | dora_iq[0][2] | 11.95 | 7 |
| min in group clk1 | afifo.sync_w2r_m0.rq1_wptr[0] | afifo.sync_w2r_m0.rq2_wptr[0] | 0.35 | 0 |
| max reg2reg | w_size[0] | m1_out[11] | 13.44 | 16 |
| max in group clk1 | afifo.rptr_empty_m0.rbin[0] | afifo.rptr_empty_m0.rempty | 15.66 | 8 |
| max in group asynchronous | rst_n | afifo.rptr_empty_m0.rptr[2] | 13.89 | 2 |
| min in group asynchronous | rst_n | afifo.sync_r2w_m0.wq1_rptr[0] | 3.02 | 1 |
| min | afifo.rptr_empty_m0.rptr[3] | afifo.sync_r2w_m0.wq1_rptr[3] | 0.06 | 0 |
| min reg2reg | afifo.rptr_empty_m0.rptr[3] | afifo.sync_r2w_m0.wq1_rptr[3] | 0.06 | 0 |
-- cell type report --
type / instances / area, µm²
inverter: 128 / 480
fill: 2889 / 15700
tap: 511 / 639
clock buffer: 67 / 1360
sequential: 462 / 13300
clock inverter: 19 / 156
timing repair buffer: 80 / 723
multi-input combinational: 636 / 5590
