## /design/flow/run.sh

```bash
#!/bin/bash
# OpenROAD 26Q1-2900-gdf79404cd8, Yosys 0.63+post, stock flow scripts
make -C /OpenROAD-flow-scripts/flow DESIGN_CONFIG=/design/flow/config.mk WORK_HOME=/design/flow/orfs finish
```

## /design/flow/config.mk

```make
export PLATFORM = sky130hd
export DESIGN_NAME = QUEEN
export DESIGN_NICKNAME = QUEEN
export VERILOG_FILES = /design/flow/design.v
export SDC_FILE = /design/flow/constraint.sdc
export NUM_CORES = 4
export LEC_CHECK = 1
export CORE_UTILIZATION = 30
```

## /design/flow/constraint.sdc

```tcl
current_design QUEEN

set clk_period 15.9
set clk_io_pct 0.2

create_clock -name clk0 -period $clk_period [get_ports {clk}]

set non_clock_inputs [all_inputs -no_clocks]
set_input_delay [expr $clk_period * $clk_io_pct] -clock clk0 $non_clock_inputs
set_output_delay [expr $clk_period * $clk_io_pct] -clock clk0 [all_outputs]
```

## /design/flow/design.v

```verilog
module QUEEN(
    clk,
    rst_n,
    in_valid,
    col,
    row,
    in_valid_num,
    in_num,
    out_valid,
    out
    );
input               clk, rst_n, in_valid,in_valid_num;
input       [3:0]   col,row;
input       [2:0]   in_num;
output reg          out_valid;
output reg  [3:0]   out;
reg [3-1 : 0] fix_num; 
wire [4-1 : 0] read_lim = fix_num - 1;
wire [4-1 : 0] sear_lim = 12 - fix_num - 1;
reg [4- 1 : 0] col_cache [6-1 : 0];
reg [4- 1 : 0] row_cache [6-1 : 0];
reg [4-1 : 0] answer [12-1 : 0];  
reg [4-1 : 0] decide_col [11-1 : 0]; 
reg [4-1 : 0] dc_idx;  
wire [12 - 1 : 0] row_ok;
wire [11 : 1] turnback_cond;
reg [4-1 : 0] cnt;  
localparam S_INIT       = 3'd0;
localparam S_READ       = 3'd1;
localparam S_SETUP      = 3'd2;
localparam S_FORWARD    = 3'd3;
localparam S_BACKWARD   = 3'd4;
localparam S_DONE       = 3'd5;
reg [3-1 : 0] current_state, next_state;
always @(posedge clk or negedge rst_n) begin
    if(!rst_n) current_state <= S_INIT;
    else current_state <= next_state;
end
always @(*) begin
    case (current_state)
        S_INIT :begin
            if(in_valid_num) next_state = (in_num == 1)? S_SETUP : S_READ;
            else next_state = S_INIT;
        end
        S_READ : next_state = (cnt == read_lim)? S_SETUP : S_READ;
        S_SETUP: next_state = (cnt == 11)? S_FORWARD : S_SETUP;
        S_FORWARD:begin
            if (dc_idx == sear_lim && row_ok!=0) next_state = S_DONE;
            else next_state = (row_ok == 0)? S_BACKWARD : S_FORWARD;
        end
        S_BACKWARD: next_state = (turnback_cond == 0)? S_BACKWARD : S_FORWARD;
        S_DONE   : next_state = (cnt == 11)? S_INIT : S_DONE;
        default: next_state = S_INIT;
    endcase
end
always @(posedge clk or negedge rst_n) begin
    if(!rst_n) cnt <= 0;
    else begin
        case (current_state)
            S_INIT: cnt <= (in_valid_num && in_num!=1)? 1 : 0;
            S_READ: cnt <= (cnt == read_lim)? 0 : (cnt + 1);
            S_SETUP: cnt <= (cnt == 11)? 0 : (cnt + 1);
            S_FORWARD: cnt <= 0;
            S_BACKWARD: cnt <= 0;
            S_DONE: cnt <= cnt + 1;
        endcase
    end
end
always @(posedge clk or negedge rst_n) begin
    if(!rst_n) fix_num <= 0;
    else if(current_state == S_INIT) fix_num <= in_num;
end
integer idx;
always @(posedge clk or negedge rst_n) begin
    if(!rst_n)begin
        for (idx = 0; idx < 6; idx = idx + 1) begin
            row_cache[idx] <= 4'd12;
            col_cache[idx] <= 4'd12;
        end
    end else begin
        case (current_state)
            S_INIT:begin
                row_cache[0] <= row;
                col_cache[0] <= col;
            end 
            S_READ:begin
                row_cache[cnt] <= row;
                col_cache[cnt] <= col;
            end
            S_DONE:begin
                for (idx = 0; idx < 6; idx = idx + 1) begin
                    row_cache[idx] <= 4'd12;
                    col_cache[idx] <= 4'd12;
                end
            end
        endcase
    end
end
genvar genidx;
generate
    for (genidx = 1; genidx < 12; genidx = genidx + 1) begin
         assign turnback_cond[genidx] = row_ok[genidx] && (answer[decide_col[dc_idx]] < genidx);
    end
endgenerate
integer jdx;
always @(posedge clk or negedge rst_n) begin
    if(!rst_n)begin
        for (jdx = 0; jdx < 12; jdx = jdx + 1) begin
            answer[jdx] <= 4'd12;
        end
    end else begin
        case (current_state)
            S_SETUP:begin
                if(col_cache[0] == cnt) answer[cnt] <= row_cache[0];
                else if(col_cache[1] == cnt) answer[cnt] <= row_cache[1];
                else if(col_cache[2] == cnt) answer[cnt] <= row_cache[2];
                else if(col_cache[3] == cnt) answer[cnt] <= row_cache[3];
                else if(col_cache[4] == cnt) answer[cnt] <= row_cache[4];
                else if(col_cache[5] == cnt) answer[cnt] <= row_cache[5];
            end
            S_FORWARD:begin
                if(row_ok[0]) answer[decide_col[dc_idx]] <= 0;
                else if(row_ok[ 1]) answer[decide_col[dc_idx]] <=  1;
                else if(row_ok[ 2]) answer[decide_col[dc_idx]] <=  2;
                else if(row_ok[ 3]) answer[decide_col[dc_idx]] <=  3;
                else if(row_ok[ 4]) answer[decide_col[dc_idx]] <=  4;
                else if(row_ok[ 5]) answer[decide_col[dc_idx]] <=  5;
                else if(row_ok[ 6]) answer[decide_col[dc_idx]] <=  6;
                else if(row_ok[ 7]) answer[decide_col[dc_idx]] <=  7;
                else if(row_ok[ 8]) answer[decide_col[dc_idx]] <=  8;
                else if(row_ok[ 9]) answer[decide_col[dc_idx]] <=  9;
                else if(row_ok[10]) answer[decide_col[dc_idx]] <= 10;
                else if(row_ok[11]) answer[decide_col[dc_idx]] <= 11;
                else answer[decide_col[dc_idx]] <= 12;  
            end
            S_BACKWARD:begin
                if(turnback_cond[1]) answer[decide_col[dc_idx]] <=  1;
                else if(turnback_cond[ 2]) answer[decide_col[dc_idx]] <=  2;
                else if(turnback_cond[ 3]) answer[decide_col[dc_idx]] <=  3;
                else if(turnback_cond[ 4]) answer[decide_col[dc_idx]] <=  4;
                else if(turnback_cond[ 5]) answer[decide_col[dc_idx]] <=  5;
                else if(turnback_cond[ 6]) answer[decide_col[dc_idx]] <=  6;
                else if(turnback_cond[ 7]) answer[decide_col[dc_idx]] <=  7;
                else if(turnback_cond[ 8]) answer[decide_col[dc_idx]] <=  8;
                else if(turnback_cond[ 9]) answer[decide_col[dc_idx]] <=  9;
                else if(turnback_cond[10]) answer[decide_col[dc_idx]] <= 10;
                else if(turnback_cond[11]) answer[decide_col[dc_idx]] <= 11;
                else answer[decide_col[dc_idx]] <= 12;  
            end
            S_DONE:begin
                if(cnt == 11)begin
                    for (jdx = 0; jdx < 12; jdx = jdx + 1) begin
                        answer[jdx] <= 4'd12;
                    end
                end
            end
        endcase
    end
end
always @(posedge clk or negedge rst_n) begin
    if(!rst_n)dc_idx <= 0;
    else begin
        case (current_state)
            S_INIT  : dc_idx <= 0;
            S_SETUP :begin
                if(cnt == 11) dc_idx <= 0;
                else if(col_cache[0]!=cnt && col_cache[1]!=cnt && col_cache[2]!=cnt && col_cache[3]!=cnt
                    && col_cache[4]!=cnt && col_cache[5]!=cnt)dc_idx <= dc_idx + 1;
            end
            S_FORWARD: dc_idx <= (row_ok == 0)? dc_idx-1: dc_idx + 1;
            S_BACKWARD:dc_idx <= (turnback_cond == 0)? dc_idx-1 : dc_idx+1;
        endcase
    end
end
integer kdx;
always @(posedge clk or negedge rst_n) begin
    if(!rst_n)begin
        for (kdx = 0; kdx < 11; kdx = kdx + 1) begin
            decide_col[kdx] <= 4'd12;
        end
    end else begin
        case (current_state)  
            S_SETUP:begin
                if(col_cache[0]!=cnt && col_cache[1]!=cnt && col_cache[2]!=cnt && col_cache[3]!=cnt
                    && col_cache[4]!=cnt && col_cache[5]!=cnt) decide_col[dc_idx] <= cnt;
            end
            S_DONE:begin
                for (kdx = 0; kdx < 11; kdx = kdx + 1) begin
                    decide_col[kdx] <= 4'd12;
                end
            end
        endcase
    end
end
genvar genjdx;
generate
    for(genjdx = 0; genjdx < 12; genjdx = genjdx + 1)begin: gen_rowok
        assign row_ok[genjdx] =
            (answer[ 0] == 4'd12 || ((answer[ 0] != genjdx) && ((answer[ 0]- genjdx) != ( 0 - decide_col[dc_idx])) && ((answer[ 0]- genjdx) != (decide_col[dc_idx] -  0)) )) && 
            (answer[ 1] == 4'd12 || ((answer[ 1] != genjdx) && ((answer[ 1]- genjdx) != ( 1 - decide_col[dc_idx])) && ((answer[ 1]- genjdx) != (decide_col[dc_idx] -  1)) )) && 
            (answer[ 2] == 4'd12 || ((answer[ 2] != genjdx) && ((answer[ 2]- genjdx) != ( 2 - decide_col[dc_idx])) && ((answer[ 2]- genjdx) != (decide_col[dc_idx] -  2)) )) && 
            (answer[ 3] == 4'd12 || ((answer[ 3] != genjdx) && ((answer[ 3]- genjdx) != ( 3 - decide_col[dc_idx])) && ((answer[ 3]- genjdx) != (decide_col[dc_idx] -  3)) )) && 
            (answer[ 4] == 4'd12 || ((answer[ 4] != genjdx) && ((answer[ 4]- genjdx) != ( 4 - decide_col[dc_idx])) && ((answer[ 4]- genjdx) != (decide_col[dc_idx] -  4)) )) && 
            (answer[ 5] == 4'd12 || ((answer[ 5] != genjdx) && ((answer[ 5]- genjdx) != ( 5 - decide_col[dc_idx])) && ((answer[ 5]- genjdx) != (decide_col[dc_idx] -  5)) )) && 
            (answer[ 6] == 4'd12 || ((answer[ 6] != genjdx) && ((answer[ 6]- genjdx) != ( 6 - decide_col[dc_idx])) && ((answer[ 6]- genjdx) != (decide_col[dc_idx] -  6)) )) && 
            (answer[ 7] == 4'd12 || ((answer[ 7] != genjdx) && ((answer[ 7]- genjdx) != ( 7 - decide_col[dc_idx])) && ((answer[ 7]- genjdx) != (decide_col[dc_idx] -  7)) )) && 
            (answer[ 8] == 4'd12 || ((answer[ 8] != genjdx) && ((answer[ 8]- genjdx) != ( 8 - decide_col[dc_idx])) && ((answer[ 8]- genjdx) != (decide_col[dc_idx] -  8)) )) && 
            (answer[ 9] == 4'd12 || ((answer[ 9] != genjdx) && ((answer[ 9]- genjdx) != ( 9 - decide_col[dc_idx])) && ((answer[ 9]- genjdx) != (decide_col[dc_idx] -  9)) )) && 
            (answer[10] == 4'd12 || ((answer[10] != genjdx) && ((answer[10]- genjdx) != (10 - decide_col[dc_idx])) && ((answer[10]- genjdx) != (decide_col[dc_idx] - 10)) )) && 
            (answer[11] == 4'd12 || ((answer[11] != genjdx) && ((answer[11]- genjdx) != (11 - decide_col[dc_idx])) && ((answer[11]- genjdx) != (decide_col[dc_idx] - 11)) ));
    end
endgenerate
always @(posedge clk or negedge rst_n) begin
    if(!rst_n) out_valid <= 0;
    else begin
        case (current_state)    
            S_INIT: out_valid <= 0;
            S_DONE: out_valid <= 1; 
        endcase
    end
end
always @(posedge clk or negedge rst_n) begin
    if(!rst_n) out <= 0;
    else begin
        case(current_state)
        S_INIT: out <= 0;
        S_DONE: out <= answer[cnt];
        endcase
    end
end
endmodule 
```

==> summary.txt <==
flow finished, numbers: XORs/XNORs by Area=20.9%, RSZ-0062 raised after global routing=no, comb area leader=simple AND/OR/NAND/NOR gates, Clock Tree Root=clkbuf_16, synthesized flop and latch total=162, post-DR wirelength/cell=33.9 microns, Post-route DRC=0, DP Worst Slack=6.91 ns, Initial DRT Pass Iterations=9, CP Capture Type=flip-flop, chip height=307 microns, first-pass GRT wire length=222 mm, most used cell, CP=buf_4, Main synth FF type=dfrtp_1, Synth Cell Area=0.0279 sq mm, Core Util, Final=33.1%, status=finished clean, Post-CTS Repair Setup Buffers=0, initial antenna violation count=12, total number of vias=29600, die area=0.0943 sq mm, r2r worst-path depth=24, Final period util=58.1%, Worst Path Max Fanout=25, flop2flop setup slack=6.67 ns, DP Wirelength=127 mm, Seq share, synth=14.8%, Ports=20, Worst path slowest cell=or4_1, Skew-Pair Late Insertion Delay=0.44 ns, Chip Area, Yosys=0.0279 sq mm, FF-to-FF End=answer[3][3], ys async rst share=100%, yosys stat cell total=3541, clock skew=0.0121 ns, Num Clock Sinks=162, endpoints failing hold=0, RePlAce Congestion=1.18, Num CTS Buffers=17, Tot GR Track Use=34.2%, worst-margin pin slew=1.42 ns, Max-Cap Viols=0, Hold EP=out_valid, Storage cell area=0.00414 sq mm, Setup TNS=0 ns, CP Cell Sequence=inv_1 -> ha_1 -> a2111o_1 -> o211ai_1 -> o31a_1 -> buf_4 -> nand2_2 -> inv_4 -> buf_4 -> ha_1 -> buf_4 -> nor2b_1 -> a21o_1 -> xor2_1 -> nor2_1 -> a2111o_1 -> or4_1 -> a2111oi_2 -> nor4b_4 -> nor3b_1 -> and3_1 -> a221oi_1 -> nand2_1 -> mux2_2, fp util=30.4%, Gate Area=0.0224 sq mm, OpenROAD warning count=172, Routed Antenna Nets=0, FMAX=0.108 GHz, start point of the worst hold path=out_valid, worst hold path type=reg -> reg, PortBufs=18, minimum clock period after layout=9.23 ns, area fraction of the dominant cell type after synthesis=12.3%, post-synthesis compound-gate area fraction=20.9%, row count=111, clock tree buffer depth=2, Final Max Slew Viols=0, GRT overflow=0, WP data required=16.26 ns, AND/OR/NAND/NOR Cells, Area Fraction=23.6%, final setup fails=0, detail-routed via count per cell=6.25, Unique cell types=109, Yosys top cell by area=xnor2_1, Post-synth top cells=xnor2_1, nand2_1, nor2_1, WS Path Type=reg -> reg, Critical Path Start=dc_idx[0], hold_ws=0.483 ns, area growth from synthesis to layout=9.00%, Post-CTS Resized=0, first-iteration detailed-routing DRC count=3763, final wirelength=161 mm, Core ar.=0.0919 sq mm, Clock transition at path regs=0.06 ns, Worst slew margin=4.74%, CTS tree=yes, Synth warnings=5, startpoint types=flip-flop, synthesized area per cell=7.89 sq um, R2R Path Start=dc_idx[0], Filler cells=9840, Die X=307 microns, largest net degree at the start of global routing=61, Post-synth EDFFs=0, arrival time worst endpoint=9.59 ns, most numerous cell in the Yosys netlist=xnor2_1, fa+ha+maj area frac=9.00%, Worst Hold Depth=1, number of global-route vias before repair=27100, Mux cell area share=5.33%, Post-Syn Instances=3541, CP max stage delay=0.58 ns, CTS H-tree depth=4, setup ws final=6.67 ns, top cells by area=xnor2_1, ha_1, dfrtp_1, Hold Buf Count CTS=0, share of post-route cells with drive strength above 1=12.3%
## through the flow
step | instances | cell area, sq um
detailed placement | 4702 | 29800
floorplan | 3541 | 27900
CTS | 4734 | 30400
finish | 4740 | 30400
global placement | 4702 | 29800
global route | 4734 | 30400
## cell families (layout without fill, tap and decap cells)
group | count (synthesis) | after routing
AND/OR/NAND/NOR | 1275 | 1275
XOR/XNOR | 576 | 576
other | 0 | 6
adder cells (fa/ha/maj) | 201 | 201
multiplexers | 137 | 137
buffers and inverters | 364 | 314
AND-OR/OR-AND | 826 | 826
flip-flops | 162 | 162
## layout make-up
cell class	instances	area share, %
diodes	6	0.0493
inverters	106	1.32
clock inverters	15	0.559
repair buffers	176	4.49
flip-flops and latches	162	13.6
multi-input cells	3015	73.5
well taps	1243	5.11
clock buffers	17	1.40
## layer usage
layer | vias up | wire length [microns] | track usage (%)
li1 | 13000 | - | -
met1 | 14500 | 65500 | 47.1
met2 | 1797 | 66200 | 48.3
met3 | 362 | 16900 | 8.92
met4 | 8 | 12100 | 20.1
met5 | - | 54 | 0
## flip-flops by register name (all words and copies together), names as in the netlist
name	count
dc_idx	4
row_cache	24
fix_num	3
col_cache	24
out	4
out_valid	1
cnt	4
current_state	6
decide_col	44
answer	48
## cell usage in the layout, fill, tap and decap left out, drive strengths merged, types with 24 or more instances in the layout
master	Yosys	final
a211oi	33	33
a21oi	209	209
a221oi	24	24
a22o	26	26
a22oi	29	29
a31oi	41	41
and2	26	26
and3	51	51
buf	81	159
dfrtp	91	91
dfstp	71	71
ha	201	201
inv	102	110
mux2	91	91
mux2i	46	46
nand2	297	297
nand3	191	191
nand4	74	74
nor2	234	234
nor2b	29	29
nor3	125	125
nor4	71	71
o211ai	28	28
o21ai	117	117
o22a	29	29
o22ai	29	29
or3	27	27
or4	30	30
xnor2	398	398
xnor3	54	54
xor2	124	124
## critical path: cells and delay by family (launching register included)
family / cells / cell delay [ns]
AND/OR/NAND/NOR: 8 / 2.81
AND-OR/OR-AND: 7 / 2.44
buffers and inverters: 5 / 1.93
adder cells (fa/ha/maj): 2 / 0.69
flip-flops: 1 / 0.52
multiplexers: 1 / 0.43
XOR/XNOR: 1 / 0.20
## worst max-delay path by stage
stage / slack, ns / endpoint
4_1_cts: 6.87 / answer[3][3]
5_1_grt: 6.44 / answer[3][3]
6_report: 6.67 / answer[3][3]
