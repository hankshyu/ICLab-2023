`./config.mk`:
```
export PLATFORM = sky130hd
export DESIGN_NAME = CNC
export DESIGN_NICKNAME = CNC
export VERILOG_FILES = /design/flow/design.v
export SDC_FILE = /design/flow/constraint.sdc
export NUM_CORES = 4
export LEC_CHECK = 1
export CORE_UTILIZATION = 50
```
`./constraint.sdc`:
```
current_design CNC

set clk_period 10.4
set clk_io_pct 0.2

create_clock -name clk0 -period $clk_period [get_ports {clk}]

set non_clock_inputs [all_inputs -no_clocks]
set_input_delay [expr $clk_period * $clk_io_pct] -clock clk0 $non_clock_inputs
set_output_delay [expr $clk_period * $clk_io_pct] -clock clk0 [all_outputs]
```
`./design.v`:
```
module CNC(
    clk,
    rst_n,
    IN_VALID,
    MODE,
    IN,
    OUT_VALID,
    OUT
    );
input           clk, rst_n, IN_VALID;
input   [ 1:0]  MODE;
input   [ 7:0]  IN;
output          OUT_VALID;
output  [16:0]  OUT;
parameter s_idle = 3'd0; 
parameter s_input = 3'd1;
parameter s_add = 3'd2;
parameter s_sub = 3'd3;
parameter s_mul = 3'd4;
parameter s_output = 3'd6; 
reg [2:0] current_state, next_state;
reg [1:0] cnt;
reg [1:0] MODE_r;
reg signed  [7:0] A, B, C, D;
reg signed [16:0] E, F;
reg signed       [16:0] ACC_OUT;
reg signed  [8:0] ACC_A, ACC_B;
reg signed [15:0] ACC_C;
always @(posedge clk) begin
    if(!rst_n)
        current_state <= s_idle;
    else
        current_state <= next_state;
end
always @(*) begin
    case(current_state)
    s_idle: if(IN_VALID) next_state = s_input;
            else         next_state = s_idle;
    s_input: if(cnt==2'd2)
                 case(MODE_r)
                 2'd0: next_state = s_add;
                 2'd1: next_state = s_sub;
                 2'd2: next_state = s_mul;
                 default: next_state = s_input;
                 endcase
             else
                 next_state = s_input;
    s_add:   if(cnt==2'd1) next_state = s_output;
             else next_state = s_add;
    s_sub:   if(cnt==2'd1) next_state = s_output;
             else next_state = s_sub;
    s_mul:   if(cnt==2'd3) next_state = s_output;
             else next_state = s_mul;
    s_output: if(cnt==2'd1) next_state = s_idle;
             else next_state = s_output; 
    default: next_state = current_state;
    endcase
end
always @(posedge clk) begin
    if(!rst_n)
        cnt <= 2'b0;
    else
    case(current_state)
    s_idle: cnt <= 2'b0;
    s_input: if(cnt==2'd2) cnt <= 2'b0;
             else cnt <= cnt+1'b1;
    s_add:   if(cnt==2'd1) cnt <= 2'b0;
             else cnt <= cnt+1'b1;
    s_sub:   if(cnt==2'd1) cnt <= 2'b0;
             else cnt <= cnt+1'b1;
    s_mul:   if(cnt==2'd3) cnt <= 2'b0;
             else cnt <= cnt+1'b1;
    s_output: if(cnt==2'd1) cnt <= 2'b0;
             else cnt <= cnt+1'b1;
    default: cnt <= cnt;
    endcase
end
always @(posedge clk) begin
    if(!rst_n)
        MODE_r <= 2'b0;
    else
    case(current_state)
    s_idle: if(IN_VALID) MODE_r <= MODE;
    default: MODE_r <= MODE_r;
    endcase
end
always @(posedge clk) begin
    if(!rst_n)
        A <= 8'b0;
    else
    case(current_state)
    s_idle: if(IN_VALID) A <= IN;
    default: A <= A;
    endcase
end
always @(posedge clk) begin
    if(!rst_n)begin
        B <= 8'b0;
        C <= 8'b0;
        D <= 8'b0;
    end
    else if(current_state == s_input)begin
        case (cnt)
            2'd0: B <= IN;
            2'd1: C <= IN;
            2'd2: D <= IN;
        endcase
    end
end
always @(*) begin
    ACC_OUT = ACC_C + ACC_A * ACC_B;
end
always @(*) begin
    case(current_state)
    s_add, s_sub: ACC_C = (cnt==2'b0)? A : B;
    s_mul:begin
        case (cnt)
            2'd0: ACC_C = 0;
            2'd1: ACC_C = E[15:0];
            2'd2: ACC_C = 0;
            2'd3: ACC_C = F[15:0];
        endcase
    end
    default: ACC_C = 8'b0;
    endcase
end
always @(*) begin
    case(current_state)
    s_add, s_sub: ACC_A = (cnt==2'b0)? C : D;
    s_mul:begin
        case (cnt)
            2'd0: ACC_A = A;
            2'd1: ACC_A = -B;
            2'd2: ACC_A = A;
            2'd3: ACC_A = B;
        endcase
    end
    default: ACC_A = 8'b0;
    endcase
end
always @(*) begin
    case(current_state)
    s_add: ACC_B = 8'b1;
    s_sub: ACC_B = -8'b1;
    s_mul:begin
        case (cnt)
            2'd0: ACC_B = C;
            2'd1: ACC_B = D;
            2'd2: ACC_B = D;
            2'd3: ACC_B = C;
        endcase
    end
    default: ACC_B = 8'b0;
    endcase
end
always @(posedge clk) begin
    if(!rst_n)
        E <= 17'b0;
    else
    case(current_state)
    s_add, s_sub: if(cnt==2'b0) E <= ACC_OUT;
    s_mul: if(cnt == 2'd0 || cnt == 2'd1) E <= ACC_OUT;
    endcase
end
always @(posedge clk) begin
    if(!rst_n)
        F <= 17'b0;
    else
    case(current_state)
    s_add, s_sub: if(cnt==2'b1) F <= ACC_OUT;
    s_mul: if(cnt == 2'd2 || cnt == 2'd3) F <= ACC_OUT;
    endcase
end
assign OUT_VALID = (current_state == s_output);
assign OUT = (current_state == s_output)?((cnt == 2'b00)? E:F):0;
endmodule
```
`./run.sh`:
```
#!/bin/bash
# OpenROAD 26Q1-2900-gdf79404cd8, Yosys 0.63+post, stock flow scripts
make -C /OpenROAD-flow-scripts/flow DESIGN_CONFIG=/design/flow/config.mk WORK_HOME=/design/flow/orfs finish
```
==> impl_metrics.toml <==
# implementation run metrics
[routing]
drc_errors = 0
drt_iter0_drc = 373
viasPerCell = 5.53
dr_total_vias = 6299
drtAntennaViolNets = 0
firstDrtPassIters = 5
n_antenna_cell = 0
wirelength_um = 20200
wire_per_inst_um = 17.8

[min_path]
hp-class = "reg2reg"

[synthesis]
ys_seq_share_pct = 20.1
synth_cells = 942
yosysTopAreaCell = "fa_1"
synth_area_um2 = 7570
synth_cell_types = 52
mux_share_pct = 5.72
synth-cells-yosys = 942
synth-simple-area-share_pct = 18.2
aoi_share_pct = 14.5
synth_adder_area_share_pct = 30.1
area_leaders = "fa_1 (21%), dfxtp_1 (20%), ha_1 (9.3%)"
most_common_cell = "nand2_1"
synthTopLogicFamily = "adder cells"
ys_top_cells_by_count = "nand2_1 (149), inv_1 (126), a21oi_1 (101)"
edf_count = 0
syn_area_per_cell_um2 = 8.04
yosys_area_um2 = 7570
ys_seq_elements = 76
ys_async_sr_fraction_pct = 0
netlist.area_leader.share_pct = 20.9
ys_warn_count = 1
synthFlopType = "dfxtp_1"
yosys.area_share.xor_xnor_pct = 2.64

[sta]
clock-skew-final_ps = 5.35
max-slew-margin-rel_pct = 44.4
fin_crit_ps = 6790
tightest_slew_ps = 834
hold_viol = 0
rsz0062_at_grt = "false"
final-max-slew-violation-count = 0
max_freq_mhz = 147
setup_violations = 0
period_used_pct = 65.3
setup_tns_ps = 0

[pwr]
leakage_uw = 0.00371
powerDensity_nw_per_um2 = 91.0
vdd_drop_max_mv = 0.111
total_power_uw = 758

[placed_design]
numPortBuffers = 30
placed_area_um2 = 8000
placedCellCount = 1123
hpwlAfterDp_um = 15600
place_congestion = 0.884

[cts]
cts_tree = "done"
root_buffer = "clkbuf_16"
cts_resized = 0
clk_latency_ps = 340
htree_num_levels = 3
ctsHoldBuffers = 0
clk_pin_slew_ps = 60
cts_buffers = 9
post_cts_buffers = 0
cts.sinks = 76
cts_buffer_depth = 2

[run]
maxCapViolCount = 0
warnings = 33

[final_layout]
area_growth_syn_to_layout_pct = 10.1
final_area_um2 = 8330
fin_util_pct = 56.9
logic_area_um2 = 5400
n_fill_cell = 1324
drive_gt1_share_pct = 4.19
seq_area_um2 = 1520
final_cells = 1139

[setup_path]
crit_buf_inv = 4
cp.arrival_ps = 6980
worst-path-max-fanout = 9
crit_chain = "inv_1 > ha_1 > mux2i_1 > o21bai_1 > nand2_1 > fa_1 > inv_1 > fa_1 > inv_1 > fa_1 > fa_1 > fa_1 > inv_1 > ha_1 > a21o_1 > a21oi_1 > nand2_1 > o31ai_1 > o221ai_1"
crit_path_start_kind = "register"
crit_top_cell = "fa_1"
slowest_delay_ps = 680
path_class = "reg2reg"
endpoint_kind = "register"
crit_required_ps = 10590
path_delay_family = "adder cells"
crit_slowest_cell = "fa_1"

[floorplan]
pin_count = 31
fp_util_pct = 51.7
die_height_um = 125
die_w_um = 125
coreArea_um2 = 14600
num_rows = 44
chipArea_um2 = 15600

[global_routing]
grt_pass1_wl_um = 33000
grt_pass1_vias = 6218
grt-ovfl-total = 0
track_usage_pct = 28.2
grt_max_degree = 67
antenna_found_initial = 0

[status]
status = "complete, no violations"
-- worst min-delay path, stage by stage (launching register included) --
cell and delay [ps]:
dfxtp_1 320, nand2_1 50, a21oi_1 50
-- routing by layer --
metal  global-route usage [%]  wire [um]  vias to the layer above
met5                        0          0                        -
met4                     4.16        327                        0
met3                     7.11       1360                       18
met2                     44.9       9550                      169
met1                     41.3       8980                     3022
li1                         -          -                     3090
-- report_power, final --
group / leakage, uW / total [uW] / switching (uW) / internal, uW
clock: 0.000160 / 347 / 123 / 224
sequential: 0.000615 / 310 / 11.7 / 299
combinational: 0.00293 / 101 / 63.4 / 38.1
-- cell families (layout without fill, tap and decap cells) --
| family | count (synthesis) | count (layout) |
|---|---|---|
| AND/OR/NAND/NOR | 308 | 308 |
| AND-OR/OR-AND | 188 | 188 |
| adder cells (fa/ha/maj) | 135 | 135 |
| multiplexers | 42 | 42 |
| flip-flops | 76 | 76 |
| XOR/XNOR | 22 | 22 |
| buffers and inverters | 171 | 184 |
-- metrics by stage --
stage,setup WS (ps),hold WS (ps)
CTS,3530,468
global placement,3670,452
detailed placement,3600,460
global route,3090,489
finish,3610,468
floorplan,4470,444
-- final timing paths --
| path | cells after the start | end | slack, ps | start |
|---|---|---|---|---|
| setup / recovery | 19 | E[15] | 3610 | cnt[0] |
| hold / removal | 2 | D[1] | 470 | D[1] |
| setup reg to reg | 19 | E[15] | 3610 | cnt[0] |
| hold reg to reg | 2 | D[1] | 470 | D[1] |
-- registers in the layout (all words and copies together), names as in the netlist --
name	count
B	8
F	17
current_state	6
C	8
E	17
D	8
MODE_r	2
A	8
cnt	2
-- placed cells by master (no fill, tap or decap), types with 16 or more instances in the layout --
cell type,synthesis,final
inv_1,126,125
a21oi_1,101,101
fa_1,79,79
xnor2_1,16,16
and3_1,16,16
nand3_1,30,30
dfxtp_1,76,76
ha_1,56,55
nor2b_1,22,22
nor2_1,57,57
o21ai_0,17,17
nand2_1,149,149
clkdlybuf4s50_1,0,30
mux2i_1,35,35
-- area by class of cell --
| cell class | instances | area share [%] |
|---|---|---|
| tap | 184 | 2.76 |
| sequential | 76 | 18.3 |
| multi-input combinational | 695 | 64.8 |
| inverter | 128 | 5.77 |
| clock buffer | 13 | 3.12 |
| clock inverter | 3 | 0.826 |
| timing repair buffer | 40 | 4.51 |
Power is estimated from default activity; no workload was simulated.
