==> flow/design.v <==
module SUBWAY(
    clk,
    rst_n,
    in_valid,
    init,
    in0,
    in1,
    in2,
    in3,
    out_valid,
    out
);
input clk, rst_n;
input in_valid;
input [1:0] init;
input [1:0] in0, in1, in2, in3; 
output reg       out_valid;
output reg [1:0] out;
parameter  BUFF_LEN  = 4;
parameter  ANS_LEN  = 56;
parameter M_FORWARD = 2'd0;
parameter M_RIGHT   = 2'd1;
parameter M_LEFT    = 2'd2;
parameter M_JUMP    = 2'd3;
parameter S_ROAD    = 2'd0;
parameter S_LO      = 2'd1;
parameter S_HO      = 2'd2;
parameter S_TRAINS  = 2'd3;
parameter E_NULL    = 2'd0;
parameter E_RIGHT   = 2'd1;
parameter E_LEFT    = 2'd2;
parameter E_STRAIGHT= 2'd3;
localparam S_INIT       = 2'd0;
localparam S_PUREIN     = 2'd1;
localparam S_COMP       = 2'd2; 
localparam S_OUT        = 2'd3;
reg [1:0] current_state, next_state;
reg [1:0] map [0 : BUFF_LEN-1][0:3];  
reg [1:0] lane;
reg [7-1 : 0] cnt;
reg [1:0] answer [0 : ANS_LEN - 1];
reg [6-1 : 0] ans_idx;
integer idx, jdx;
always @(posedge clk or negedge rst_n) begin
    if(!rst_n) current_state <= S_INIT;
    else current_state <= next_state;
end
always @(*) begin
    case (current_state)
        S_INIT: next_state = (in_valid)? S_PUREIN : S_INIT;
        S_PUREIN: next_state = (cnt == (BUFF_LEN*2 - 1))? S_COMP : S_PUREIN;
        S_COMP: next_state = (cnt == 63)? S_OUT : S_COMP;
        S_OUT: next_state = (cnt == 126)? S_INIT: S_OUT;
    endcase
end
always @(posedge clk or negedge rst_n) begin
    if(!rst_n) cnt <= 0;
    else if(current_state == S_INIT) cnt <= 1;
    else cnt <= cnt + 1;
end
always @(posedge clk or negedge rst_n) begin
    if(!rst_n)begin
        for (idx = 0; idx < BUFF_LEN; idx = idx+1) begin
            for (jdx = 0; jdx < 4; jdx = jdx+1) begin
                map[idx][jdx] <= 2'b00;
            end
        end
    end
    else if(in_valid && (((cnt < 63) && (cnt[0] == 0)) || ((current_state == S_INIT))))begin
        map[BUFF_LEN-1][0] <= in0;
        map[BUFF_LEN-1][1] <= in1;
        map[BUFF_LEN-1][2] <= in2;
        map[BUFF_LEN-1][3] <= in3;
        for(idx = 0; idx < BUFF_LEN-1; idx = idx+1)begin
            for(jdx = 0; jdx  < 4; jdx = jdx+1)begin
                map[idx][jdx] <= map [idx+1][jdx];
            end
        end
    end else if((cnt >= 63) && (cnt[0] == 0))begin
        map[BUFF_LEN-1][0] <= 2'b00;
        map[BUFF_LEN-1][1] <= 2'b00;
        map[BUFF_LEN-1][2] <= 2'b00;
        map[BUFF_LEN-1][3] <= 2'b00;
        for(idx = 0; idx < BUFF_LEN-1; idx = idx+1)begin
            for(jdx = 0; jdx  < 4; jdx = jdx+1)begin
                map[idx][jdx] <= map [idx+1][jdx];
            end
        end
    end
end
always @(posedge clk or negedge rst_n) begin
    if(!rst_n)begin
        for (idx = 0; idx < ANS_LEN; idx = idx+1) begin
            answer[idx] <= 2'd0;
        end
        lane <= 0;
    end 
    else begin
        case (current_state)
            S_INIT:begin
                if(in_valid) lane <= init;
            end 
            S_COMP:begin
                case (ans_idx[2:0])
                    3'd0:begin
                        if(map[1][lane] == S_LO)begin
                            if((lane!=3) && (map[1][lane+1] != S_LO) && (map[1][lane+1] != S_TRAINS))begin
                                answer[ans_idx] <= M_RIGHT;
                                lane <= lane + 1;
                            end else if((lane!=0) && (map[1][lane-1] != S_LO) && (map[1][lane-1] != S_TRAINS))begin
                                answer[ans_idx] <= M_LEFT;
                                lane <= lane - 1;
                            end else begin
                                answer[ans_idx] <= M_FORWARD;
                            end
                        end else begin
                            answer[ans_idx] <= M_FORWARD;
                        end
                    end
                    3'd1:begin
                        answer[ans_idx] <= (map[0][lane] == S_LO)? M_JUMP : M_FORWARD;
                    end
                    3'd2:
                        answer[ans_idx] <= M_FORWARD;
                    3'd3: begin
                        if(map[0][lane] == S_LO)begin
                            if((lane != 3) && (map[0][lane+1] == S_ROAD))begin
                                answer[ans_idx] <= M_RIGHT;
                                lane <= lane + 1;
                            end else if((lane != 0) && (map[0][lane-1] == S_ROAD))begin
                                answer[ans_idx] <= M_LEFT;
                                lane <= lane -1;
                            end else begin
                                answer[ans_idx] <= M_JUMP;
                            end
                        end else begin
                            answer[ans_idx] <= M_FORWARD;
                        end   
                    end
                    3'd4:begin
                        if((map[2][0][0] + map[2][1][0] + map[2][2][0] + map[2][3][0]) == 3)begin
                            if((lane == 0) && (map[2][3] == S_ROAD))begin
                                answer[ans_idx] <= M_RIGHT;
                                lane <= lane + 1;
                            end 
                            else if((lane == 3) && (map[2][0] == S_ROAD))begin
                                answer[ans_idx] <= M_LEFT;
                                lane <= lane - 1;
                            end else begin
                                answer[ans_idx] <= M_FORWARD;
                            end
                        end else begin
                            answer[ans_idx] <= M_FORWARD;
                        end
                    end
                    3'd5:begin
                        if(map[0][lane] == S_LO)begin
                            if((lane != 3) && (map[0][lane+1] == S_ROAD) && ((map[1][1] == S_ROAD) || (map[1][2] == S_ROAD) || (map[1][3] == S_ROAD)))begin
                                answer[ans_idx] <= M_RIGHT;
                                lane <= lane + 1;
                            end else if((lane != 0) && (map[0][lane-1] == S_ROAD) && ((map[1][0] == S_ROAD) || (map[1][1] == S_ROAD) || (map[1][2] == S_ROAD)))begin
                                answer[ans_idx] <= M_LEFT;
                                lane <= lane - 1;
                            end else begin
                                answer[ans_idx] <= (map[0][lane] == S_LO)? M_JUMP : M_FORWARD;
                            end
                        end else begin
                            answer[ans_idx] <= (map[0][lane] == S_LO)? M_JUMP : M_FORWARD;
                        end
                    end
                    3'd6:begin
                        if(((lane==0)&&(map[1][0]!=S_ROAD)&&(map[1][1]!=S_ROAD)) || ((lane==1)&&(map[1][0]!=S_ROAD)&&(map[1][1]!=S_ROAD)&&(map[1][2]!=S_ROAD)))begin
                            answer[ans_idx] <= M_RIGHT;
                            lane <= lane + 1;
                        end else if(((lane==3)&&(map[1][3]!=S_ROAD)&&(map[1][2]!=S_ROAD)) || ((lane==2)&&(map[1][3]!=S_ROAD)&&(map[1][2]!=S_ROAD)&&(map[1][1]!=S_ROAD)))begin
                            answer[ans_idx] <= M_LEFT;
                            lane <= lane - 1;
                        end else begin
                            answer[ans_idx] <= M_FORWARD;
                        end
                    end
                    3'd7:begin
                        case (lane)
                            2'd0:begin
                                if(map[1][0]==S_TRAINS || (map[1][0]==S_LO && map[1][1]!=S_LO && map[1][1]!=S_TRAINS))begin
                                    answer[ans_idx] <= M_RIGHT;
                                    lane <= lane + 1;
                                end else begin
                                    answer[ans_idx] <= M_FORWARD;
                                end
                            end
                            2'd1, 2'd2:begin
                                if( (map[1][lane-1]==S_TRAINS && map[1][lane]==S_TRAINS) ||
                                    (((map[1][lane-1]==S_LO && map[1][lane]==S_TRAINS)||(map[1][lane-1]==S_TRAINS && map[1][lane]==S_LO))&&(map[1][lane+1]!=S_LO && map[1][lane+1]!=S_TRAINS)) )begin
                                    answer[ans_idx] <= M_RIGHT;
                                    lane <= lane + 1;
                                end else if( (map[1][lane+1]==S_TRAINS && map[1][lane]==S_TRAINS) || 
                                             ((map[1][lane] == S_TRAINS || map[1][lane] == S_LO)&&(map[1][lane-1]!=S_TRAINS)) )begin
                                    answer[ans_idx] <= M_LEFT;
                                    lane <= lane - 1;
                                end else begin
                                    answer[ans_idx] <= M_FORWARD;
                                end 
                            end
                            2'd3:begin
                                if(map[1][3]==S_TRAINS || (map[1][3]==S_LO && map[1][2]!=S_LO&&map[1][2]!=S_TRAINS))begin
                                    answer[ans_idx] <= M_LEFT;
                                    lane <= lane - 1;
                                end else begin
                                    answer[ans_idx] <= M_FORWARD;
                                end
                            end
                        endcase
                    end
                endcase
            end
            S_OUT:begin
                for(idx = 1; idx < ANS_LEN; idx = idx+1)begin
                    answer[idx-1] <= answer[idx];
                end
                case (ans_idx[2:0])
                    3'd0:begin
                        if(map[1][lane] == S_LO)begin
                            if((lane!=3) && (map[1][lane+1] != S_LO) && (map[1][lane+1] != S_TRAINS))begin
                                answer[55] <= M_RIGHT;
                                lane <= lane + 1;
                            end else if((lane!=0) && (map[1][lane-1] != S_LO) && (map[1][lane-1] != S_TRAINS))begin
                                answer[55] <= M_LEFT;
                                lane <= lane - 1;
                            end else begin
                                answer[55] <= M_FORWARD;
                            end
                        end else begin
                            answer[55] <= M_FORWARD;
                        end
                    end
                    3'd1:begin
                        answer[55] <= (map[0][lane] == S_LO)? M_JUMP : M_FORWARD;
                    end
                    3'd2:
                        answer[55] <= M_FORWARD;
                    3'd3: begin
                        if(map[0][lane] == S_LO)begin
                            if((lane != 3) && (map[0][lane+1] == S_ROAD))begin
                                answer[55] <= M_RIGHT;
                                lane <= lane + 1;
                            end else if((lane != 0) && (map[0][lane-1] == S_ROAD))begin
                                answer[55] <= M_LEFT;
                                lane <= lane -1;
                            end else begin
                                answer[55] <= M_JUMP;
                            end
                        end else begin
                            answer[55] <= M_FORWARD;
                        end   
                    end
                    3'd4:begin
                        if((map[2][0][0] + map[2][1][0] + map[2][2][0] + map[2][3][0]) == 3)begin
                            if((lane == 0) && (map[2][3] == S_ROAD))begin
                                answer[55] <= M_RIGHT;
                                lane <= lane + 1;
                            end 
                            else if((lane == 3) && (map[2][0] == S_ROAD))begin
                                answer[55] <= M_LEFT;
                                lane <= lane - 1;
                            end else begin
                                answer[55] <= M_FORWARD;
                            end
                        end else begin
                            answer[55] <= M_FORWARD;
                        end
                    end
                    3'd5:begin
                        if(map[0][lane] == S_LO)begin
                            if((lane != 3) && (map[0][lane+1] == S_ROAD) && ((map[1][1] == S_ROAD) || (map[1][2] == S_ROAD) || (map[1][3] == S_ROAD)))begin
                                answer[55] <= M_RIGHT;
                                lane <= lane + 1;
                            end else if((lane != 0) && (map[0][lane-1] == S_ROAD) && ((map[1][0] == S_ROAD) || (map[1][1] == S_ROAD) || (map[1][2] == S_ROAD)))begin
                                answer[55] <= M_LEFT;
                                lane <= lane - 1;
                            end else begin
                                answer[55] <= (map[0][lane] == S_LO)? M_JUMP : M_FORWARD;
                            end
                        end else begin
                            answer[55] <= (map[0][lane] == S_LO)? M_JUMP : M_FORWARD;
                        end
                    end
                    3'd6:begin
                        if(((lane==0)&&(map[1][0]!=S_ROAD)&&(map[1][1]!=S_ROAD)) || ((lane==1)&&(map[1][0]!=S_ROAD)&&(map[1][1]!=S_ROAD)&&(map[1][2]!=S_ROAD)))begin
                            answer[55] <= M_RIGHT;
                            lane <= lane + 1;
                        end else if(((lane==3)&&(map[1][3]!=S_ROAD)&&(map[1][2]!=S_ROAD)) || ((lane==2)&&(map[1][3]!=S_ROAD)&&(map[1][2]!=S_ROAD)&&(map[1][1]!=S_ROAD)))begin
                            answer[55] <= M_LEFT;
                            lane <= lane - 1;
                        end else begin
                            answer[55] <= M_FORWARD;
                        end
                    end
                    3'd7:begin
                        case (lane)
                            2'd0:begin
                                if(map[1][0]==S_TRAINS || (map[1][0]==S_LO && map[1][1]!=S_LO && map[1][1]!=S_TRAINS))begin
                                    answer[55] <= M_RIGHT;
                                    lane <= lane + 1;
                                end else begin
                                    answer[55] <= M_FORWARD;
                                end
                            end
                            2'd1, 2'd2:begin
                                if( (map[1][lane-1]==S_TRAINS && map[1][lane]==S_TRAINS) ||
                                    (((map[1][lane-1]==S_LO && map[1][lane]==S_TRAINS)||(map[1][lane-1]==S_TRAINS && map[1][lane]==S_LO))&&(map[1][lane+1]!=S_LO && map[1][lane+1]!=S_TRAINS)) )begin
                                    answer[55] <= M_RIGHT;
                                    lane <= lane + 1;
                                end else if( (map[1][lane+1]==S_TRAINS && map[1][lane]==S_TRAINS) || 
                                             ((map[1][lane] == S_TRAINS || map[1][lane] == S_LO)&&(map[1][lane-1]!=S_TRAINS)) )begin
                                    answer[55] <= M_LEFT;
                                    lane <= lane - 1;
                                end else begin
                                    answer[55] <= M_FORWARD;
                                end 
                            end
                            2'd3:begin
                                if(map[1][3]==S_TRAINS || (map[1][3]==S_LO && map[1][2]!=S_LO&&map[1][2]!=S_TRAINS))begin
                                    answer[55] <= M_LEFT;
                                    lane <= lane - 1;
                                end else begin
                                    answer[55] <= M_FORWARD;
                                end
                            end
                        endcase
                    end
                endcase
            end
        endcase
    end
end
always @(posedge clk or negedge rst_n) begin
    if(!rst_n)begin
        ans_idx <= 0;
    end else if(current_state == S_COMP || current_state == S_OUT)begin
        ans_idx <= ans_idx + 1;
    end else begin
        ans_idx <= 0;
    end
end
always @(posedge clk or negedge rst_n) begin
    if(!rst_n) 
        out_valid = 1'b0;
    else if(current_state ==  S_OUT) 
        out_valid = 1'b1;
    else 
        out_valid = 1'b0;
end
always @(posedge clk or negedge rst_n) begin
    if(!rst_n)
        out = 2'd0;
    else if(current_state ==  S_OUT) 
        out = answer[0];
    else
        out = 2'd0;
end
endmodule
==> flow/run.sh <==
#!/bin/bash
# OpenROAD 26Q1-2900-gdf79404cd8, Yosys 0.63+post, stock flow scripts
make -C /OpenROAD-flow-scripts/flow DESIGN_CONFIG=/design/flow/config.mk WORK_HOME=/design/flow/orfs finish
==> flow/config.mk <==
export PLATFORM = sky130hd
export DESIGN_NAME = SUBWAY
export DESIGN_NICKNAME = SUBWAY
export VERILOG_FILES = /design/flow/design.v
export SDC_FILE = /design/flow/constraint.sdc
export NUM_CORES = 4
export LEC_CHECK = 1
export CORE_UTILIZATION = 40
==> flow/constraint.sdc <==
current_design SUBWAY

set clk_period 9.8
set clk_io_pct 0.2

create_clock -name clk0 -period $clk_period [get_ports {clk}]

set non_clock_inputs [all_inputs -no_clocks]
set_input_delay [expr $clk_period * $clk_io_pct] -clock clk0 $non_clock_inputs
set_output_delay [expr $clk_period * $clk_io_pct] -clock clk0 [all_outputs]
==> results.cfg <==
; generated from flow reports
[final_timing]
min_period_ns = 5.341
rsz0062_at_grt = false
max_freq_ghz = 0.1872
period_used_share = 0.5450
slew_viol_final = 5
finalHoldViolCount = 0
final.setup.tns_ns = 0
worstMarginPinSlew_ns = 1.573
timing.slew.headroom = -0.05970
setup_viol = 0
skew_ns = 0.01450
whs_ns = 0.4704

[yosys]
netlist_area_sq_um = 17060
top_cell_area_share = 0.2420
avgSynthCellArea_sq_um = 6.908
synth_top_flop_cell = dfrtp_1
area_leaders = dfrtp_1 (24%), o21ai_0 (11%), nand2_1 (7.5%), a21oi_1 (6.5%), nor2_1 (5.2%)
edf_count = 0
ys_cells = 2470
synth_flops = 166
postSynthSeqShare = 0.2435
synthAdderAreaFrac = 0.01496
ys_types = 103
synth_xor_xnor_area_share = 0.003593
logic_family = AND-OR/OR-AND gates
yosys.area_share.simple = 0.2235
synth_cells = 2470
ys_sh_aoi = 0.4467
largest_area_cell = dfrtp_1
yosys_warnings = 3
muxShareOfSynthArea = 0.01166
ys_async_sr_fraction = 1.000
synth_chip_area_sq_um = 17060

[cts]
clock_latency_ns = 0.52
cts.clk_slew.worst_paths_ns = 0.08
cts_resized = 0
post_cts_buffers = 0
cts_buffers = 17
clockBufferDepth = 2
clock-sinks = 166
htree_levels = 4
cts_root_buffer = clkbuf_16
cts_hold_buf = 0
tritoncts = done

[detailed_routing]
wl_per_cell_um = 36.55
viasPerCell = 7.648
ant_nets = 0
vias = 22806
drt-pass1-iter-count = 12
wl_um = 109000
drcViolationCount = 0
drt_iter0_markers = 3509

[worst_setup_path]
crit_cells = 11
path_class = flip-flop to flip-flop
slowest_delay_ns = 0.93
reg2reg_from = ans_idx[1]
critPathMaxFanout = 17
critPathBufInv = 2
crit_top_cell = nand2_1
required_ns = 10.21
critPathCaptureType = flip-flop
critPathSlowestCell = ha_1
crit_chain = ha_1, ha_1, inv_1, a41oi_1, nand2_1, buf_4, nand2_1, nand2_1, a31oi_1, nor3_1, o41ai_1
critical_path.top_delay_family = adder cells
r2r_slack_ns = 4.46
reg2regPathDepth = 11
cp.arrival_ns = 5.75
start_kind = flip-flop

[hold_path]
hold_end = map[10][1]
hp-start = map[10][1]
min_path_type = flip-flop to flip-flop
hold_depth = 2

[place]
place_hpwl_um = 73850
io_buffers = 15
place_congestion = 1.102

[status]
violations = max-capacitance violations, max-slew violations
outcome = finished with violations

[die]
core-area_sq_um = 42040
fp.dieH_um = 208.5
io_pins = 16
floorplan.core_util = 0.4059
die-area_sq_um = 43490
die_w_um = 208.5
fp-row-count = 75

[layout]
lay_top_count = o21ai_0
mostFrequentLayoutCells = o21ai_0 (386), nand2_1 (338), nor2_1 (231)
areaGrowthSynthToFinish_pct = 9.239
drive_above_1_share = 0.09199

[job]
maxCapViolCount = 1
warnings = 37

[global_routing]
track_usage = 0.5047
grt_max_degree = 50
overflow = 0
grt_pass1_wl_um = 152700
antenna_found_initial = 13
grt_pass1_vias = 20427

[pwr]
power.leakage_nw = 6.822
ir_worst_vdd_v = 0.0002132
powerDensity_nw_per_um2 = 452.8
## kinds of logic (layout without fill, tap and decap cells)
logic type	count (synthesis)	count (layout)
other cells	0	8
compound gates	1174	1174
buf+inv	234	199
xor+xnor	7	7
simple gates	850	850
flops	166	166
fa+ha+maj	20	20
mux	19	19
## worst max-delay path by stage
stage         startpoint         to  slack [ns]
CTS           ans_idx[1]  flip-flop        4.79
global route  ans_idx[1]  flip-flop        4.49
finish        ans_idx[1]  flip-flop        4.46
## area by class of cell
type                            count  area [sq um]
Antenna cell                        8         20.02
Clock buffer                       17         425.4
Clock inverter                     15         156.4
Fill cell                        4227         23400
Inverter                           32         120.1
Multi-Input combinational cell   2070         12030
Sequential cell                   166          4156
Tap cell                          539         674.4
Timing Repair Buffer              135          1055
## through the flow
step / setup WS [ns] / area (sq um) / cells / total power (W) / utilization
6_report: 4.459 / 18640 / 2982 / 0.008441 / 0.4434
5_1_grt: 4.488 / 18620 / 2974 / 0.008695 / 0.4429
4_1_cts: 4.792 / 18620 / 2974 / 0.008059 / 0.4429
3_5_place_dp: 4.846 / 18040 / 2942 / 0.007315 / 0.4291
3_3_place_gp: 4.999 / 18040 / 2942 / 0.007303 / 0.4291
2_1_floorplan: 6.624 / 17060 / 2470 / 0.004909 / -
## synthesized netlist by cell type (all sizes together) (20+ instances only)
cell	count
o31ai	42
nand2	342
buf	51
nand4	24
a21oi	227
and2	22
o221ai	21
inv	31
o22ai	40
o2111ai	20
a211oi	37
a31oi	70
nor3	48
nor2	241
dfrtp	165
o211ai	43
a221oi	23
nand3	93
o21ai	414
clkbuf	151
o41ai	26
## worst min-delay path, stage by stage (launching register included)
cell     delay [ns]
dfrtp_1        0.34
nand2_1        0.05
nand2_1        0.05
## where the power goes
part / internal, W / switching (W) / total [W] / leakage (nW)
clock: 0.000360 / 0.000371 / 0.000731 / 0.283
sequential: 0.000994 / 0.000540 / 0.00153 / 2.10
combinational: 0.00180 / 0.00437 / 0.00618 / 4.44
total: 0.00316 / 0.00528 / 0.00844 / 6.82
## metal layers
| layer | up-vias | global-route usage | part of all wire |
|---|---|---|---|
| li1 | 9369 | - | - |
| met1 | 10749 | 0.6529 | 0.37 |
| met2 | 2033 | 0.6705 | 0.39 |
| met3 | 641 | 0.2492 | 0.15 |
| met4 | 14 | 0.3154 | 0.083 |
| met5 | - | 0.01557 | 0.0018 |
No activity file was given, so power comes from the tool's default toggle rates.
